### run.sh
#!/bin/bash
# OpenROAD 26Q1-2900-gdf79404cd8, Yosys 0.63+post, stock flow scripts
make -C /OpenROAD-flow-scripts/flow DESIGN_CONFIG=/design/flow/config.mk WORK_HOME=/design/flow/orfs finish
### config.mk
export PLATFORM = sky130hd
export DESIGN_NAME = execute
export DESIGN_NICKNAME = execute
export VERILOG_FILES = /design/flow/design.v
export SDC_FILE = /design/flow/constraint.sdc
export NUM_CORES = 4
export LEC_CHECK = 1
export CORE_UTILIZATION = 30
### constraint.sdc
current_design execute

set clk_period 16.2
set clk_io_pct 0.2

create_clock -name clk0 -period $clk_period

set non_clock_inputs [all_inputs -no_clocks]
set_input_delay [expr $clk_period * $clk_io_pct] -clock clk0 $non_clock_inputs
set_output_delay [expr $clk_period * $clk_io_pct] -clock clk0 [all_outputs]
### design.v
`timescale 1ns / 1ps
module alu(input[3:0] ALUCnt,input [4:0]shamt, input[31:0]input1, input[31:0]input2, output zero, output[31:0] result);
	assign result = ALUCnt == 4'b0000 ? input1 + input2:
								ALUCnt == 4'b0001 ? input1 - input2:
								ALUCnt == 4'b0010 ? ~input1:
								ALUCnt == 4'b0011 ? input1 << shamt:
								ALUCnt == 4'b0100 ? input1 >> shamt:
								ALUCnt == 4'b0101 ? input1 & input2:
								ALUCnt == 4'b0110 ? input1 | input2:
								ALUCnt == 4'b0111 ? (input1 < input2 ? 1:0) : 32'bxxxxxxxxxxxxxxxx;
	assign zero = result == 0 ? 1 : 0;
endmodule
`timescale 1ns / 1ps
module alucontrol(input[2:0] ALUOp, input[5:0] funct, output[3:0] ALUCnt);
	assign ALUCnt = ALUOp == 3'b000 ? ( funct == 6'b000000 ? 4'b0000  :
													funct == 6'b000001 ? 4'b0001 :
													funct == 6'b000010 ? 4'b0101 :
													funct == 6'b000011 ? 4'b0110 :
													funct == 6'b000100 ? 4'b0111 :
													funct == 6'b000101 ? 4'b0011 :
													funct == 6'b000110 ? 4'b0100 :
													funct == 6'b000111 ? 4'b0010 : 4'bxxxx) :
							ALUOp == 3'b001 ? 4'b0001:
							ALUOp == 3'b010 ? 4'b0111:
							ALUOp == 3'b011 ? 4'b0000: 4'bxxxx;
endmodule
`timescale 1ns / 1ps
module execute(input clk,input [31:0]AluReadData1,input [31:0]AluReadData2,input [31:0] immediate,
	input [5:0]funct, input [2:0]ALUOp,input ALUSrc, output [31:0]ALUResult,output zero);
	wire [31:0]operand2;
	wire [3:0]ALUCnt;
	alucontrol alu_cont (
    .ALUOp(ALUOp), 
    .funct(funct), 
    .ALUCnt(ALUCnt)
    );
	 mux m2 (
    .i1(AluReadData2), 
    .i2(immediate), 
    .sel(ALUSrc), 
    .o(operand2)
    );
	alu a_l_u (
    .ALUCnt(ALUCnt), 
    .shamt(immediate[10:6]), 
    .input1(AluReadData1), 
    .input2(operand2), 
    .zero(zero), 
    .result(ALUResult)
    );
endmodule
`timescale 1ns / 1ps
module mux(i1,i2,sel,o);
	input [31:0] i1;
	input [31:0] i2;
	input sel;
	output [31:0] o;
	assign o = (sel == 0) ? i1 : 
	sel == 1 ? i2 : 0;
endmodule
==> out/metrics.cfg <==
[timing]
period_used_pct=77.8
rsz0062_at_grt=false
worst_pin_slew_ps=951
hold_violations=0
slew_headroom_pct=36.0
period_needed_ps=12610
tns_ps=0
max_freq_ghz=0.0793
hold_ws_ps=7840
slew_violations=0
setup_viol=0

[synthesis]
avgSynthCellArea_um2=7.11
top_area_share_pct=12.4
top_cells_by_count=110 x a21oi_1, 106 x inv_1, 100 x nand2_1
synth_cell_types=84
ys_chip_area_mm2=0.00969
largest_area_cell=ha_1
synth_area_mm2=0.00969
synthCells=1363
yosys_cells=1363
yosysSeqAreaShare_pct=0
area_leaders=ha_1 12%, mux2i_1 9.8%, mux4_2 8.8%
synth_dominant_cell_count=a21oi_1
yosysWarnings=0

[route]
drtAntennaViolNets=0
wl_met2_mm=21.4
route.antenna.diode_count=0
dr_wl_met3_mm=4.23
wl_per_cell_um=25.9
drt-total-wl_mm=47.7
drt-initial-drc-count=1284
top_layer=met4
num_vias=11700
first_pass_iters=8
vias_per_cell=6.37
wl_met1_mm=20.1
remaining_drc_errors=0

[setup_path]
worstSetupStartpointType=input pin
crit_end=zero
crit_start=immediate[7]
critPathCaptureType=primary output
critical_path_required_ps=12960
crit_type=in2out
path_max_fanout=53
cp.arrival_ps=9370

[cells_and_area]
flops=0
n_clock_buffer=0
drive_above_1_share_pct=8.26
utilization_pct=36.1
syn_to_final_growth_pct=17.8
logic_area_mm2=0.00889
fill_cells=3320
seq_area_um2=0
fin_area_mm2=0.0114

[grt]
grt_max_degree=54
grt_pass1_vias=10800
overflow=0
grt_antenna_before_repair=0
grt_pass1_wl_mm=71.1
grtUsageTotal_pct=29.0

[flow_run]
maxCapViolations=0
tool_warnings=70

[pwr]
leakage_nw=4.61
peakVddDrop_v=0.0000199
powerDensity_mw_per_mm2=42.8

[floorplan]
row_count=65
io_pins=140
initCoreUtil_pct=30.6
die_y_um=182
die_w_um=182
die_area_mm2=0.0330
fp.coreArea_mm2=0.0316

[clock_network]
cts-hold-fix-buffers=0
post_cts_resize_count=0
cts_setup_buffers=0

[hold_path]
hp-class=in2out

[placed_design]
gp_congestion=1.04
place_area_mm2=0.0114
dpl.hpwl_mm=38.4
port_buffers=139

[status]
outcome=completed

through the flow:
stage	total power, mW	setup WS, ps	cells
2_1_floorplan	0.291	4880	1363
5_1_grt	0.526	3170	1842
3_5_place_dp	0.477	3600	1842
6_report	0.489	3590	1842
3_3_place_gp	0.479	3580	1842
4_1_cts	0.480	3590	1842
routing by layer:
metal  GRT usage (%)  vias to the layer above
met4            9.66                        0
met1            41.3                     5549
li1                -                     5411
met3            3.54                      115
met5               0                        -
met2            45.7                      664
where the power goes:
group | switching (mW) | internal (mW) | leakage (nW)
Sequential | 0 | 0 | 0
Combinational | 0.281 | 0.208 | 4.61
Clock | 0 | 0 | 0
worst max-delay path: stages:
cell             delay, ps
buf_2                   80
buf_4                  540
mux2i_1                330
ha_1                   500
nor2b_1                 90
a2111oi_0              740
a211oi_1               300
o311ai_1               760
a311oi_1               270
mux2i_1                280
o2111ai_1              240
or4_1                  550
or4_1                  510
nor4_1                 260
and4bb_1               210
clkdlybuf4s50_1        450
cell usage in the layout, fill, tap and decap left out, types with 16 or more instances in the layout:
master / count
a22oi_1: 17
o211ai_1: 28
nand3_1: 27
ha_1: 96
nor4_1: 16
xnor2_1: 32
nand2b_1: 24
mux2_2: 29
or3_1: 17
a31oi_1: 17
mux2i_1: 95
o22ai_1: 26
a211oi_1: 20
nor2_1: 98
inv_1: 106
nor3_1: 36
mux4_2: 38
nor2b_1: 20
buf_4: 34
a21oi_1: 110
nand2_1: 100
clkdlybuf4s50_1: 136
o21ai_0: 74
layout make-up:
type,count,share of cell area (%)
timing repair buffer,172,14.2
tap,402,4.40
inverter,107,3.52
multi-input combinational,1161,77.8
cells by family (layout without fill, tap and decap cells):
logic type      count (synthesis)  in the layout  synth area share, %
simple gates                  396            396                 20.4
buf+inv                       202            279                 8.30
compound gates                465            465                 32.9
xor+xnor                       40             40                 3.61
fa+ha+maj                      98             98                 12.8
mux                           162            162                 22.0
worst min-delay path by stage:
stage | startpoint | to | slack (ps) | depth (start not counted)
after CTS | AluReadData1[1] | ALUResult[1] | 7840 | 3
after global routing | AluReadData1[1] | ALUResult[1] | 7880 | 3
final | AluReadData1[1] | ALUResult[1] | 7840 | 3
Power and IR drop assume default switching activity.
