`constraint.sdc`:
```
current_design instructionmemory

set clk_period 6.3
set clk_io_pct 0.2

create_clock -name clk0 -period $clk_period [get_ports {clk}]

set non_clock_inputs [all_inputs -no_clocks]
set_input_delay [expr $clk_period * $clk_io_pct] -clock clk0 $non_clock_inputs
set_output_delay [expr $clk_period * $clk_io_pct] -clock clk0 [all_outputs]
```
`design.v`:
```
`timescale 1ns / 1ps
module instructionmemory(clk,address,dataline);
	input wire clk;
	input wire [31:0]address;
	output reg [127:0]dataline;
	reg [31:0]addressreg;
	reg [3:0]counter=0;
	reg [7:0]memory[1023:0];
	reg flag=0;
	integer i;
	initial begin
		for(i=0;i<1023;i=i+1)begin
			memory[i]=i%200;
		end
	end	
	always @(posedge clk)begin
		if(address[31:4] !== addressreg[31:4])begin
			dataline <= 128'bx;
			counter <= 0;
			flag <= 1;
			addressreg[31:4] <= address[31:4];
		end
		else if(flag == 1)begin
			if(counter < 5)begin
				counter <= counter+1;
			end
			else if(counter == 5) begin
				dataline<={
					memory[{addressreg[31:4],4'd15}],
					memory[{addressreg[31:4],4'd14}],
					memory[{addressreg[31:4],4'd13}],
					memory[{addressreg[31:4],4'd12}],
					memory[{addressreg[31:4],4'd7}],
					memory[{addressreg[31:4],4'd6}],
					memory[{addressreg[31:4],4'd5}],
					memory[{addressreg[31:4],4'd4}],
					memory[{addressreg[31:4],4'd11}],
					memory[{addressreg[31:4],4'd10}],
					memory[{addressreg[31:4],4'd9}],
					memory[{addressreg[31:4],4'd8}],
					memory[{addressreg[31:4],4'd3}],
					memory[{addressreg[31:4],4'd2}],
					memory[{addressreg[31:4],4'd1}],
					memory[{addressreg[31:4],4'd0}]
				};
				counter <= 0;
				flag <= 0;
			end
		end
	end
endmodule
```
`run.sh`:
```
#!/bin/bash
# OpenROAD 26Q1-2900-gdf79404cd8, Yosys 0.63+post, stock flow scripts
make -C /OpenROAD-flow-scripts/flow DESIGN_CONFIG=/design/flow/config.mk WORK_HOME=/design/flow/orfs finish
```
`config.mk`:
```
export PLATFORM = sky130hd
export DESIGN_NAME = instructionmemory
export DESIGN_NICKNAME = instructionmemory
export VERILOG_FILES = /design/flow/design.v
export SDC_FILE = /design/flow/constraint.sdc
export NUM_CORES = 4
export LEC_CHECK = 1
export CORE_UTILIZATION = 50
export SYNTH_MEMORY_MAX_BITS = 65536
```
==> flow_metrics.tcl <==
# collected from the flow reports
set metrics [dict create \
    yosys_warnings 1 \
    synth.cell_area_sq_mm 0.00357 \
    rsz0062_at_grt "no" \
    fmax_mhz 320 \
    dieHeight_microns 86.5 \
    h-tree-depth 2 \
    power_frac_comb_pct 24.3 \
    yosys_most_used_dff "edfxtp_1" \
    cts_buffer_depth 2 \
    final.period_utilization_pct 49.5 \
    max_stage_delay_ns 0.44 \
    pwr-share-clk_pct 27.6 \
    fin_tns_setup_ns 0 \
    status "completed" \
    num-fill-cells 572 \
    worst_path_max_delay_cell "clkdlybuf4s50_1" \
    clk_latency_ns 0.30 \
    warnings 41 \
    yosysCellCount 357 \
    worstSetupEndpointType "flop" \
    drv_cap 0 \
    ys_chip_area_sq_mm 0.00357 \
    yosysTopAreaCell "edfxtp_1" \
    area_leaders "edfxtp_1 34%, buf_4 24%, xor2_1 6.9%, ha_1 4.9%, dfxtp_1 2.8%" \
    dr.first_iter.drc_count 166 \
    io_pins 161 \
    path_clk_slew_ns 0.09 \
    grt_max_degree 38 \
    finalHoldViolations 0 \
    cp_cell_sequence "clkdlybuf4s50_1 > xor2_1 > nor4_1 > nand4_1 > or2_1 > buf_4" \
    synth_area_per_cell_sq_um 10.0 \
    ys_async_sr_fraction_pct 0 \
    post-place-cells 481 \
    cts_resized 0 \
    slew_headroom_pct 50.6 \
    rows 30 \
    hold_class "flop to flop" \
    switching_share_pct 23.2 \
    cts_hold_buf 0 \
    net-switching-power_w 0.000176 \
    crit_arrival_ns 3.15 \
    fin_util_pct 60.5 \
    grt_pass1_vias 1914 \
    hpwl_microns 4370 \
    wl_per_cell_microns 12.1 \
    p_per_area_mw_per_mm2 184 \
    clock-sinks 45 \
    layout_min_cycle_time_ns 3.12 \
    cp_max_fo 24 \
    yosysMostFrequentCell "buf_4" \
    mi_logic_area_sq_mm 0.00146 \
    port_buffers 108 \
    place_congestion 0.890 \
    grt_overflow 0 \
    p_int_w 0.000584 \
    core_area_sq_mm 0.00683 \
    antenna_found_initial 0 \
    post_route_cells_drive_above_1_share_pct 6.11 \
    area_delta_synth_final_pct 15.9 \
    startpoint_type "input port" \
    ys_types 52 \
    synth_cells 357 \
    clockRootBuffer "clkbuf_8" \
    grt_pass1_wl_microns 9230 \
    final-seq-area_sq_mm 0.00130 \
    num_antenna_cells 0 \
    clock_skew_ns 0.00957 \
    worst_pin_slew_ns 0.741 \
    finalSetupViolCount 0 \
    synth-edff-count 40 \
    p_leak_nw 1.64 \
    timing_worst_setup_path_type "input port to flop" \
    detail-route-antenna-nets 0 \
    fp_util_pct 52.2 \
    drc 0 \
    maxSlewViolCount 0 \
    ys_ff 45 \
    synth_seq_share_pct 36.5 \
    power_frac_seq_pct 48.0 \
    critPathRequiredTime_ns 6.33 \
    first_pass_iters 4 \
    ir_worst_vdd_uv 107 \
    vias 2338 \
    synthTopCellsByCount "116 x buf_4, 40 x edfxtp_1, 28 x xor2_1" \
    drt_wl_total_microns 5910 \
    dieArea_sq_mm 0.00748 \
    top_area_share_pct 33.7 \
    vias_per_cell 4.78 \
    tritoncts "yes" \
    track_usage_pct 16.4 \
    post_cts_buffers 0 \
    numCtsBuffers 5 \
    final_cells 489 \
    die_x_microns 86.5 \
]
==> worst max-delay path: cells and delay by family <==
kind | cells | cell delay, ns
simple gates | 3 | 1.03
buf+inv | 2 | 0.70
xor+xnor | 1 | 0.15
==> flip-flops by register name (all words and copies together), names as in the netlist <==
register / flops
addressreg: 28
counter: 4
dataline: 12
flag: 1
==> metrics by stage <==
| step | cell area, sq um | hold slack, ns | setup WS, ns | total power [W] |
|---|---|---|---|---|
| after global routing | 4140 | 0.629 | 3.03 | 0.000808 |
| after floorplan | 3740 | 0.516 | 3.44 | 0.000503 |
| after global placement | 4030 | 0.558 | 2.83 | 0.000559 |
| after CTS | 4140 | 0.570 | 3.15 | 0.000772 |
| final | 4140 | 0.578 | 3.18 | 0.000760 |
| after detailed placement | 4030 | 0.549 | 2.85 | 0.000560 |
==> cells by family after synthesis <==
logic type	Yosys count	share of synthesized area (%)
compound gates	60	11.4
xor+xnor	29	7.33
fa+ha+maj	14	4.91
buf+inv	139	27.5
flops	45	36.5
mux	7	2.45
other cells	2	0.210
simple gates	61	9.75
==> layout by cell type, fill, tap and decap left out, types with 2 or more instances in the layout <==
| cell | count |
|---|---|
| clkbuf_8 | 5 |
| inv_6 | 2 |
| a31oi_1 | 2 |
| nor4_1 | 5 |
| nand3_1 | 2 |
| clkdlybuf4s50_1 | 108 |
| edfxtp_1 | 40 |
| nor4_2 | 3 |
| a221oi_1 | 5 |
| nor2b_1 | 7 |
| mux2i_1 | 2 |
| nor3_1 | 6 |
| o21ai_0 | 13 |
| nor2_1 | 4 |
| dfxtp_1 | 5 |
| conb_1 | 48 |
| a31o_1 | 2 |
| nand2_1 | 17 |
| inv_1 | 8 |
| o211ai_1 | 10 |
| buf_4 | 4 |
| a211oi_1 | 2 |
| and3_1 | 3 |
| or3b_1 | 2 |
| o22ai_1 | 2 |
| a21oi_1 | 10 |
| xor2_1 | 28 |
| nand2b_1 | 6 |
| a21o_1 | 3 |
| mux2_2 | 4 |
| ha_1 | 14 |
==> layout make-up <==
| type | count | area share [%] |
|---|---|---|
| Clock inverter | 2 | 0.423 |
| Tap cell | 96 | 2.90 |
| Timing Repair Buffer | 112 | 26.9 |
| Multi-Input combinational cell | 219 | 35.3 |
| Sequential cell | 45 | 31.5 |
| Inverter | 9 | 0.817 |
| Clock buffer | 6 | 2.27 |
==> power groups by stage <==
| stage | Combinational, W | Sequential, W | Clock [W] |
|---|---|---|---|
| after CTS | 0.000187 | 0.000366 | 0.000218 |
| after global routing | 0.000205 | 0.000370 | 0.000233 |
| final | 0.000185 | 0.000365 | 0.000210 |
==> metal layers <==
layer	wire length, microns	vias up	GRT usage (%)
met3	383	4	1.84
met5	0	-	0
met1	2550	1071	26.4
li1	-	1150	-
met4	53	0	1.97
met2	2930	113	26.6
==> final timing paths <==
check / endpoint / slack [ns] / cells after the start / from
setup / recovery: addressreg[25] / 3.18 / 6 / address[21]
hold / removal: counter[3] / 0.58 / 2 / counter[3]
setup reg to reg: dataline[126] / 3.79 / 4 / addressreg[9]
hold reg to reg: counter[3] / 0.58 / 2 / counter[3]
Power and IR drop assume default switching activity.
