==> flow/config.mk <==
export PLATFORM = sky130hd
export DESIGN_NAME = decode
export DESIGN_NICKNAME = decode
export VERILOG_FILES = /design/flow/design.v
export SDC_FILE = /design/flow/constraint.sdc
export NUM_CORES = 4
export LEC_CHECK = 1
export CORE_UTILIZATION = 40
==> flow/constraint.sdc <==
current_design decode

set clk_period 2.8
set clk_io_pct 0.2

create_clock -name clk0 -period $clk_period [get_ports {clk}]

set non_clock_inputs [all_inputs -no_clocks]
set_input_delay [expr $clk_period * $clk_io_pct] -clock clk0 $non_clock_inputs
set_output_delay [expr $clk_period * $clk_io_pct] -clock clk0 [all_outputs]
==> flow/design.v <==
`timescale 1ns / 1ps
module decode(clk,regwrite,instruction,opcode,read_data1,read_data2,sign_extended_immediate,rt,rd);
	input clk;
	input regwrite;
	input [31:0]instruction;
	output [5:0]opcode;
	output [31:0]read_data1;
	output [31:0]read_data2;
	output [31:0]sign_extended_immediate;
	output [4:0]rt;
	output [4:0]rd;
	assign opcode=instruction[31:26];
	assign rt=instruction[20:16];
	assign rd=instruction[15:11];
	signextend se (
    .value(instruction[15:0]), 
    .outputval(sign_extended_immediate)
    );
	registerfile regfile (
    .clk(clk), 
    .regwrite(regwrite), 
    .read_reg1(instruction[25:21]), 
    .read_reg2(instruction[20:16]), 
    .write_reg(instruction[15:11]), 
    .write_data(write_data), 
    .read_data1(read_data1), 
    .read_data2(read_data2)
    );
endmodule
`timescale 1ns / 1ps
module registerfile(clk,regwrite,read_reg1,read_reg2,write_reg,write_data,read_data1,read_data2);
	input clk;
	input regwrite;
	input [5:0]read_reg1;
	input [5:0]read_reg2;
	input [5:0]write_reg;
	input [31:0]write_data;
	output [31:0]read_data1;
	output [31:0]read_data2;
	reg [31:0]registers[31:0];
	integer i;
	initial begin
		for(i=0;i<32;i=i+1)
			registers[i]=i; 
	end
	assign read_data1=registers[read_reg1];
	assign read_data2=registers[read_reg2];
	always @(posedge clk)begin
		if(regwrite && (write_reg !== 0))begin
			registers[write_reg]=write_data;
		end
	end
endmodule
`timescale 1ns / 1ps
module signextend(value,outputval);
	input [15:0]value;
	output [31:0]outputval;
	assign outputval={{16{value[15]}},value[15:0]};
endmodule
==> flow/run.sh <==
#!/bin/bash
# OpenROAD 26Q1-2900-gdf79404cd8, Yosys 0.63+post, stock flow scripts
make -C /OpenROAD-flow-scripts/flow DESIGN_CONFIG=/design/flow/config.mk WORK_HOME=/design/flow/orfs finish
==> reports/results.tsv <==
stage	metric	value	unit
floorplan	core area	6422	sq um
logic_synthesis	Synthesized registers	30	
logic_synthesis	EDFF count, synth	30	
drt	Vias per Instance	4.401	
floorplan	chip area	7092	sq um
final_timing	Final period util	96.16	%
floorplan	Die Height	84.22	microns
grt	GRT Util Overall	14.68	%
drt	Post-Route WL	5.118	mm
critical_path	Buf/Inv on CP	2	
final_timing	Final WS setup	0.1075	ns
grt	first-pass GRT wire length	7.790	mm
drt	Iter 0 DRT Violations	82	
final_timing	unrepaired setup endpoints after global routing	false	
cts	hold-fix buffer count after cts	0	
final_timing	Peak Freq	0.3714	GHz
place	pre-CTS setup slack	-0.3351	ns
drt	diode count	0	
final_timing	Final min period	2.693	ns
job	Tool Warnings	25	
logic_synthesis	ys flop type	edfxtp_1	
logic_synthesis	ys async rst share	0	%
drt	routed len/inst	12.21	microns
final_timing	Relative slew margins	66.15	%
floorplan	row count	29	
power_and_ir_drop	IR drop worst, VDD	211.6	uV
cells_and_area	layout cells sized above 1	16.37	%
final_timing	final hold viol count	0	
final_timing	Final setup viols	0	
final_timing	Final Max Tran Viols	0	
logic_synthesis	# Cells Yosys	285	
critical_path	Critical Path Max Stage Delay	0.61	ns
worst_hold_path	hold_sp	instruction[28]	
cells_and_area	Top Layout Cells	84 x conb_1, 50 x clkdlybuf4s50_1, 37 x nor2_1	
grt	GR Layer Usage met3	2.988	%
cells_and_area	Top cell excl fill/tap	conb_1	
critical_path	WS Path Type	input pin to output port	
critical_path	CP Launch Type	input pin	
cts	CTS Buffer Depth	2	
drt	Routed Antenna Nets	0	
power_and_ir_drop	Leakage	0.001294	uW
drt	# DRC	0	
job	Max Cap Viol	0	
grt	number of global-route vias before repair	1647	
cells_and_area	layout filler cell count	585	
logic_synthesis	Chip Area, Yosys	2704	sq um
critical_path	Worst Path Arrival	2.13	ns
logic_synthesis	syn avg cell area	9.487	sq um
critical_path	most used cell, CP	clkdlybuf4s50_1	
floorplan	Floorplan Utilization	42.10	%
grt	gr busiest metal	met1	
cells_and_area	max reg flops	30	
final_timing	Worst-Margin Slew	0.5061	ns
critical_path	crit-path max FO	8	
cts	clk root buf	clkbuf_8	
logic_synthesis	tally of yosys warning messages	7	
grt	initial antenna violation count	0	
drt	Vias	1844	
place	DP HPWL	4.069	mm
logic_synthesis	Post-Syn Instances	285	
run_status	outcome	finished clean	
drt	TritonRoute pass-1 iters	21	
critical_path	critical path's top delay family	buffers and inverters	
grt	largest net degree at the start of global routing	20	
grt	GR Util met1	23.69	%
floorplan	Die W	84.22	microns
cts	TritonCTS clock tree	yes	
worst_hold_path	worst hold path class	input pin to output port	
logic_synthesis	Cell Type Count	33	
cts	Num Clock Sinks	30	
critical_path	nature of the critical path endpoint	output port	
power_and_ir_drop	PD cells	335.5	nW/um^2
place	PortBufs	57	
floorplan	I/O pin count	146	
grt	GRT Residual Overflow	0	
logic_synthesis	synthesized cell area	2704	sq um
critical_path	Critical Path RT	2.24	ns
cells_and_area	Storage cell area	900.9	sq um
worst_hold_path	hold worst-path end	opcode[2]	
critical_path	critical path, cell by cell	clkdlybuf4s50_1 > nor2b_1 > o221ai_1 > o21ai_0 > nor2_1 > clkdlybuf4s50_1	
cts	H-tree depth	2	
logic_synthesis	register share after synthesis	33.32	%
place	Final GP Congestion	0.9502	
worst_hold_path	Hold Path Cell Cnt	0	
grt	met2 GRT Util	21.68	%
final_timing	worst hold slack	1.120	ns
cells_and_area	Gate Area	1301	sq um
cts	CTS Buf Count	5	
critical_path	CP max-delay cell	clkdlybuf4s50_1	
cells_and_area	Layout area overhead	16.47	%
[through the flow]
stage | setup TNS [ns] | power [uW] | instances | cell area, sq um | util [%]
final | 0 | 1057 | 419 | 3149 | 49.04
after global routing | 0 | 1112 | 419 | 3149 | 49.04
after CTS | 0 | 1063 | 419 | 3109 | 48.41
after detailed placement | -2.445 | 740.3 | 410 | 3019 | 47.01
after global placement | -2.384 | 741.1 | 410 | 3019 | 47.01
after floorplan | 0 | 699.8 | 368 | 3015 | -
[cell type report]
class / instances / area share (%)
clock buffers: 6 / 2.304
clock inverters: 2 / 0.2781
inverters: 2 / 0.2384
multi-input cells: 220 / 41.32
flip-flops and latches: 30 / 28.61
well taps: 77 / 3.059
repair buffers: 82 / 24.20
[synthesized netlist by cell type (all sizes together), types with 2 or more instances]
cell / number / area share (%)
buf: 111 / 31
nor2: 37 / 5.1
edfxtp: 30 / 33
mux2i: 21 / 7.8
nand2: 12 / 1.7
nand3: 9 / 1.7
nand3b: 7 / 1.9
o22ai: 7 / 1.6
mux4: 6 / 5.3
clkbuf: 5 / 0.69
nand2b: 5 / 1.2
o21ai: 5 / 0.93
nor3: 4 / 0.74
nand4: 3 / 0.69
or3b: 3 / 0.97
inv: 2 / 0.28
mux2: 2 / 0.83
nor4: 2 / 0.46
o221ai: 2 / 0.65
o311ai: 2 / 0.65
[worst max-delay path by stage]
stage | startpoint | endpoint | slack, ns | cells past startpoint
4_1_cts | instruction[16] | read_data2[2] | 0.01 | 7
5_1_grt | instruction[19] | read_data2[3] | 0.007 | 5
6_report | instruction[19] | read_data2[1] | 0.11 | 6
[report_power, final]
group	internal, uW	switching, uW	total [uW]
Combinational	140	93.5	234
Clock	170	149	319
Sequential	500	3.88	504
[kinds of logic (layout without fill, tap and decap cells)]
logic type | after synthesis | count (layout) | synth area share [%]
other cells | 1 | 84 | 0.1387
mux | 29 | 29 | 13.88
flops | 30 | 30 | 33.32
compound gates | 20 | 20 | 4.859
buf+inv | 118 | 92 | 31.93
simple gates | 87 | 87 | 15.87
[repair_timing]
action                     CTS  global route
resized                     14            22
setup endpoints to repair    8             7
buffers inserted             1             0
pin swaps                    0             4
[layer usage]
layer,vias to the layer above,share of wire [%]
met5,-,0
met4,0,2.2
met3,11,7.1
met2,97,43
met1,821,48
li1,915,-
Power figures rest on the tool's default switching activity, not on a simulated workload.
